===== /design/flow/run.sh =====
#!/bin/bash
# OpenROAD 26Q1-2900-gdf79404cd8, Yosys 0.63+post, stock flow scripts
make -C /OpenROAD-flow-scripts/flow DESIGN_CONFIG=/design/flow/config.mk WORK_HOME=/design/flow/orfs finish

===== /design/flow/config.mk =====
export PLATFORM = sky130hd
export DESIGN_NAME = controller
export DESIGN_NICKNAME = controller
export VERILOG_FILES = /design/flow/design.v
export SDC_FILE = /design/flow/constraint.sdc
export NUM_CORES = 4
export LEC_CHECK = 1
export CORE_AREA = 10 10 70 70
export DIE_AREA = 0 0 80 80

===== /design/flow/constraint.sdc =====
current_design controller

set clk_period 2.2
set clk_io_pct 0.2

create_clock -name clk0 -period $clk_period

set non_clock_inputs [all_inputs -no_clocks]
set_input_delay [expr $clk_period * $clk_io_pct] -clock clk0 $non_clock_inputs
set_output_delay [expr $clk_period * $clk_io_pct] -clock clk0 [all_outputs]

===== /design/flow/design.v =====
`timescale 1ns/1ns
module controller(Zero, OPC, func,RegDst, RegWrite, ALUSrc, ALUOperation, MemRead, MemWrite, JalReg, JalWrite, MemtoReg, PCSrc, Jump);
  input  Zero;
  input [5:0] OPC, func;
  output RegDst, RegWrite, ALUSrc, MemRead, MemWrite, JalReg, JalWrite, MemtoReg, PCSrc;
  output [1:0] Jump;
  output [2:0] ALUOperation;
  reg RegDst, RegWrite, ALUSrc, MemRead, MemWrite, JalReg, JalWrite, MemtoReg;
  reg [1:0] Jump;
  reg [2:0] ALUOperation;
  reg [1:0] ALUOp;
  reg branchEq,branchNe;
  always@(OPC, func)begin
    Jump = 2'b00;
    {RegDst, RegWrite, ALUSrc, MemRead, MemWrite, JalReg, JalWrite, MemtoReg, branchEq ,branchNe} = 10'd0;
    ALUOp = 2'b00;
    case(OPC)
      6'b000000: begin 
        if(func == 6'b001000) 
          Jump = 2'b10;
        else begin 
          RegDst = 1'b1;
          RegWrite = 1'b1;
          ALUOp = 2'b10;
        end
      end
      6'b001000: begin 
        RegWrite = 1'b1;
        ALUSrc = 1'b1;
        ALUOp = 2'b00;
      end
      6'b001010: begin 
        RegWrite = 1'b1;
        ALUSrc = 1'b1;
        ALUOp = 2'b11;
      end
      6'b100011: begin 
        RegWrite = 1'b1;
        ALUSrc = 1'b1;
        MemtoReg = 1'b1;
        MemRead = 1'b1;
        ALUOp = 2'b00;
      end
      6'b101011: begin 
        ALUSrc = 1'b1;
        MemWrite = 1'b1;
        ALUOp = 2'b00;
      end
      6'b000010: begin 
        Jump = 2'b01;
      end
      6'b000011: begin 
        Jump = 2'b01;
        JalReg = 1'b1;
        JalWrite = 1'b1;
        RegWrite = 1'b1;
      end
      6'b000100: begin  
        branchEq = 1'b1;
        ALUOp = 2'b01;
      end
      6'b000101: begin 
        branchNe = 1'b1;
        ALUOp = 2'b01;
      end
  endcase
  end
  always @(ALUOp, func)begin
    ALUOperation = 3'b010;
    case(ALUOp)
      2'b00 : ALUOperation = 3'b010;
      2'b01 : ALUOperation = 3'b110;
      2'b10 : begin
        case(func)
          6'b100000 : ALUOperation = 3'b010;
          6'b100010 : ALUOperation = 3'b110;
          6'b101010 : ALUOperation = 3'b111;
        endcase
      end
      2'b11 : ALUOperation = 3'b111;
    endcase
  end     
  assign PCSrc = (branchEq & Zero) | (branchNe & ~Zero);
endmodule

==> Table 3: Implementation characteristics <==
Characteristics after synthesis and place and route

Parameter                              Value

Hold path
  Type of the most critical hold path .................. primary input to primary output
  Worst Hold Launch .................. OPC[3]

Power
  Power density over cell area .................. around 110 nW/µm²
  Overall power .................. around 0.078 mW
  Largest voltage drop on the vdd net .................. about 0.000018 V
  Total leakage power .................. between 0.2 and 0.3 nW

Die
  Std-Cell Rows .................. 21
  Die outline height .................. about 80 µm
  Total Die Area .................. 6400 µm²
  Fraction of the core area occupied by cells at floorplan .................. under 10%
  # IOs .................. 27
  Die x size .................. roughly 80 µm
  Area of the core .................. 3416 µm²

Final layout
  Most frequent standard cell in the layout excluding fill and tap cells .................. buf_4
  Share of final-layout standard cells stronger than drive strength 1 .................. a little under half
  Register cell area after layout .................. 0 µm²
  Area overhead of the layout relative to synthesis .................. 174.9%
  Post-Route Utilization .................. around a fifth
  Count of filler cells inserted in the layout .................. roughly 380
  Flop count .................. 0
  Clkbuf count .................. 0
  Dominant logic cell types in the final layout .................. buf_4 (11), dlygate4sd2_1 (10), clkdlybuf4s50_1 (9), nand3_1 (5), clkbuf_2 (3)

GRT
  Wire length of the first global-routing pass .................. 1973 µm
  Largest net degree at the start of global routing .................. 7
  Global route overflow .................. 0
  Number of antenna violations at the first check in global routing .................. 0
  Vias in the first global route .................. roughly 420
  All-layer global routing usage .................. under 10%

Routing
  First DRT Iteration DRCs .................. 11
  Number of nets with antenna violations after detailed routing .................. 0
  Iteration tally of the first detailed-router pass .................. 4
  Routed WL .................. ~1300 µm
  Number of diodes .................. 0
  Via count .................. 411
  Post-detailed-route DRC marker count .................. 0
  Via density per instance .................. ~3.5
  Wirelength per Cell .................. 11.02 µm

Run status
  Outcome .................. complete, no violations

Synth
  Yosys warning total .................. 1
  Yosys cell count .................. 38
  Synthesized cell area .................. 249.0 µm²
  Sequential-to-total area share from yosys stat .................. 0%
  Distinct lib cells used .................. 25
  Post-Syn Instances .................. 38
  Average cell area after synthesis .................. between 6 and 7 µm²
  Chip area line of the yosys report .................. around 250 µm²

Critical path
  Sort of element at the start of the critical path .................. primary input
  Crit path launch .................. OPC[0]
  Data arrival, critical path .................. around 1.7 ns
  Crit path kind .................. primary input to primary output
  Endpoint class of the critical path .................. primary output
  Highest fanout seen on the critical path .................. 6
  Req. time, crit path .................. between 1.5 and 2 ns

Placed design
  RePlAce Congestion .................. a little under 0.8
  HPWL reported at the end of detailed placement .................. around 1000 µm
  I/O Buffers .................. 26

Run
  Number of logged tool warnings .................. 33
  Max-capacitance violation count .................. 0

Clock tree
  Hold-fix buffers, CTS .................. 0

Timing
  Max-slew violation total from the final report .................. 0
  Setup repair after global routing missed its margin .................. false
  Fin crit period .................. around 2.1 ns
  Upper clock frequency limit .................. ~470 MHz
  Hold Fails Final Rpt .................. 0
  Final tally of setup violations .................. 0
  Share of the cycle needed by the critical path after routing .................. between 90% and 100%
-- final timing paths --
path       to  depth (start not counted)
max    ALUSrc                          4
min   MemRead                          3
-- layer usage --
metal | vias up | GRT usage [%] | part of all wire [%]
met4 | 0 | 0.3521 | 0
met2 | 16 | 6.340 | 46
met5 | - | 0 | 0
met1 | 180 | 4.483 | 46
li1 | 215 | - | -
met3 | 0 | 0.6818 | 7.2
-- cells in the mapped netlist, drive strengths merged --
| cell | n | area, µm² |
|---|---|---|
| o41ai | 1 | 8.760 |
| nand3 | 6 | 30.03 |
| a31o | 1 | 8.760 |
| a31oi | 2 | 12.51 |
| nor3 | 3 | 15.01 |
| a32oi | 1 | 8.760 |
| nand2 | 1 | 3.750 |
| a21oi | 1 | 5.000 |
| nor3b | 2 | 20.02 |
| and2 | 1 | 6.260 |
| or3 | 2 | 12.51 |
| nor4b | 1 | 15.01 |
| inv | 3 | 11.26 |
| conb | 1 | 3.750 |
| o21ai | 1 | 5.000 |
| xnor2 | 1 | 8.760 |
| nor2 | 2 | 7.510 |
| a22oi | 1 | 7.510 |
| nor4 | 2 | 18.77 |
| buf | 4 | 33.78 |
| or2 | 1 | 6.260 |
-- final cells by class --
type | instances | area (µm²) | share of cell area, %
multi-input combinational | 31 | 284.0 | 41.50
tap | 46 | 57.56 | 8.410
timing repair buffer | 39 | 331.6 | 48.45
inverter | 3 | 11.26 | 1.645
-- critical path, stage by stage --
cell and delay, ns:
clkdlybuf4s15_2 0.24, or3_4 0.41, a21oi_2 0.13, clkdlybuf4s50_1 0.47
-- logic make-up (layout without fill, tap and decap cells) --
group | Yosys count | after routing | synth area share (%)
AOI/OAI and AO/OA | 8 | 8 | 22.61
and+or+nand+nor | 21 | 21 | 54.27
buffers and inverters | 7 | 42 | 18.09
xor gates and xnor gates | 1 | 1 | 3.518
other | 1 | 1 | 1.506
-- power breakdown --
part           total, mW  internal [mW]  switching, mW
clock                  0              0              0
combinational     0.0783         0.0416         0.0367
sequential             0              0              0
-- timing repair --
action                     CTS  global route
setup endpoints to repair   13             8
buffers inserted             3             1
pin swaps                    8             4
resized                     29            21
-- metrics by stage --
step	TNS, ns	setup WS, ns	cell area, µm²	hold WS (ns)	instances
floorplan	0	0.6048	249.0	0.8975	38
global placement	-4.560	-0.4351	600.6	1.893	115
detailed placement	-4.456	-0.4574	600.6	1.884	115
CTS	-0.05702	-0.02078	651.9	1.484	118
global route	0	0.02355	684.4	1.279	119
finish	0	0.06263	684.4	1.259	119
Power and IR drop assume default switching activity.
